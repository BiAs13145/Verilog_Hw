File: /design/flow/design.v
`timescale 1ns/1ns
module pipeline  (
    input [7:0]a,
    input [7:0]b,
    input [7:0]c,
    input clk,
    input contr,
    output reg [15:0]d   
);
wire [7:0]stage1_result;
wire [7:0]c_out;
wire [15:0]stage2_result;
pipeline_stage1 stage1 (
    .a(a),
    .b(b),
    .c(c),
    .clk(clk),
    .contr(contr),
    .stage1_result(stage1_result),
    .c_out(c_out)
);
pipeline_stage2 stage2 (
    .c(c_out),
    .stage1_result(stage1_result),
    .clk(clk),
    .stage2_result(stage2_result)
);
always @(stage2_result)begin
    d<=stage2_result;
end
endmodule
module pipeline_stage1(
    input [7:0]a,
    input [7:0]b,
    input [7:0]c,
    input clk,
    input contr,
    output reg [7:0]stage1_result,
    output reg [7:0]c_out
);
reg [7:0]stage1_temp;
always @(a,b) begin
    if (contr == 0)stage1_temp <= a+b;
    else if (contr == 1)stage1_temp <= a-b;
end
always @(negedge clk) begin
    stage1_result<=stage1_temp;
    c_out  <=c;
end
endmodule
module pipeline_stage2(
    input [7:0]c,
    input [7:0]stage1_result,
    input clk,
    output reg [15:0]stage2_result
);
reg [15:0]stage2_temp;
always @(posedge clk) begin
    stage2_temp <= c*stage1_result;
end
always @(negedge clk) begin
    stage2_result<=stage2_temp;
end
endmodule
File: /design/flow/run.sh
#!/bin/bash
# OpenROAD 26Q1-2900-gdf79404cd8, Yosys 0.63+post, stock flow scripts
make -C /OpenROAD-flow-scripts/flow DESIGN_CONFIG=/design/flow/config.mk WORK_HOME=/design/flow/orfs finish
File: /design/flow/config.mk
export PLATFORM = sky130hd
export DESIGN_NAME = pipeline
export DESIGN_NICKNAME = pipeline
export VERILOG_FILES = /design/flow/design.v
export SDC_FILE = /design/flow/constraint.sdc
export NUM_CORES = 4
export LEC_CHECK = 1
export CORE_UTILIZATION = 40
File: /design/flow/constraint.sdc
current_design pipeline

set clk_period 5.3
set clk_io_pct 0.2

create_clock -name clk0 -period $clk_period [get_ports {clk}]

set non_clock_inputs [all_inputs -no_clocks]
set_input_delay [expr $clk_period * $clk_io_pct] -clock clk0 $non_clock_inputs
set_output_delay [expr $clk_period * $clk_io_pct] -clock clk0 [all_outputs]
==> impl_metrics.tcl <==
# place-and-route summary
set metrics [dict create \
    wl_per_cell_um 10.31 \
    gr-total-overflow 0 \
    yosys_warnings 3 \
    htreeDepth 2 \
    synth_top_cell_by_area "dfxtp_1" \
    yosys_cells 351 \
    ctsLongestPathBuffers 2 \
    async_reset_ff_frac 0 \
    r2r_slack_ps -1140 \
    reg2reg_from "stage1.c_out[3]" \
    n_antenna_cell 0 \
    startpoint_type "register" \
    flop_area_um2 996.0 \
    die_area_um2 9146 \
    ys_seq_share 0.2740 \
    max_stage_delay_ps 560 \
    relSlewSlack 0.7667 \
    combGateArea_um2 2614 \
    tightest_slew_ps 348.7 \
    numSynthFlops 48 \
    warnings 60 \
    path_max_fanout 6 \
    final_antenna_net_count 0 \
    syn_inst 351 \
    clock_latency_ps 360 \
    die_h_um 95.64 \
    path_cells "and2_4 > fa_1 > fa_1 > fa_1 > inv_1 > fa_1 > inv_2 > ha_4 > o211ai_2 > a21oi_2 > a31oi_4 > buf_4 > buf_6 > xnor2_1" \
    syn_area_um2 3507 \
    ctsHoldBuffers 0 \
    placed_cell_area_um2 4672 \
    crit_family "adder cells" \
    startpoint "stage1.c_out[3]" \
    io_buffers 41 \
    gp_congestion 0.8320 \
    worst_slack_ps -1139 \
    core_um2 8341 \
    synth.avg_cell_area_um2 9.992 \
    drt-total-wl_um 6183 \
    rsz0062_at_grt "yes" \
    post-route-cell-area_um2 5090 \
    min_path_type "reg2reg" \
    synth_cell_types 36 \
    reg2reg_depth 14 \
    hold_slack_ps 2930 \
    clock-root-buffer "clkbuf_8" \
    area_leaders "dfxtp_1 27%, fa_1 21%, ha_1 16%" \
    grt_pass1_wl_um 10750 \
    grt_pass1_vias 2540 \
    cts_tree "yes" \
    firstDrtPassIters 4 \
    cts_sinks 48 \
    cp.required_ps 5500 \
    drt_first_iter_violations 61 \
    skew_ps 62.48 \
    grt.total_usage 0.1514 \
    fp_util 0.4205 \
    area_growth_pct 45.13 \
    crit_slowest_cell "fa_1" \
    synth-main-ff-cell "dfxtp_1" \
    path_class "reg2reg" \
    synth_top_area_share 0.2740 \
    cp-end-kind "register" \
    status "finished with violations" \
    fin_tns_setup_ps -9364 \
    nFillCells 674 \
    vias_per_cell 4.568 \
    antenna_found_initial 0 \
    path_common_cell "fa_1" \
    path_clk_slew_ps 90 \
    reg2reg_to "stage2.stage2_temp[11]" \
    finalSetupViolCount 12 \
    vias 2741 \
    ys_chip_area_um2 3507 \
    drive_above_1_share 0.2949 \
    drc 0 \
    ios 42 \
    rows 33 \
    post-dp-hpwl_um 5151 \
    numCtsBuffers 5 \
    crit_path_end "stage2.stage2_temp[11]" \
    cap_violations 0 \
    die_w_um 95.64 \
    critPathBufInv 4 \
    grt_max_degree 15 \
    arrival_ps 6640 \
    cp.depth 14 \
    finalHoldViolCount 0 \
    slew_violations 0 \
    synth-edff-count 0 \
    violations "setup timing" \
]
metrics by stage:
step                  util  cells  setup slack, ps
floorplan                -    351           -921.2
finish              0.6103    600            -1139
global route        0.6103    600            -1287
detailed placement  0.5602    554            -1095
global placement    0.5602    554            -1084
CTS                 0.5965    594            -1126
synth_stat cells, drive strengths merged (2+ instances only):
library cell / number
a21o: 5
a21oi: 16
a31oi: 3
and2: 47
dfxtp: 48
fa: 37
ha: 44
inv: 54
mux2i: 2
nand2: 24
nand2b: 2
nand3: 8
nor2: 10
nor2b: 2
nor3: 7
nor4: 2
o211ai: 3
o21ai: 3
xnor2: 17
xor2: 6
final cells by class:
| cell class | instances | area share |
|---|---|---|
| multi-input combinational | 248 | 0.5135 |
| clock inverter | 34 | 0.02507 |
| inverter | 53 | 0.04105 |
| sequential | 48 | 0.1957 |
| timing repair buffer | 106 | 0.1804 |
| clock buffer | 6 | 0.01844 |
| tap | 105 | 0.02581 |
kinds of logic after synthesis:
family,after synthesis,synth area share
buffers and inverters,55,0.05886
muxes,2,0.005708
adders and majority gates,81,0.3682
xor gates and xnor gates,23,0.05744
AOI/OAI and AO/OA,37,0.07742
DFF,48,0.2740
and+or+nand+nor,105,0.1584
cell usage in the layout, fill, tap and decap left out, types with 2 or more instances in the layout:
master	n
dfxtp_4	8
clkbuf_8	5
inv_1	75
a31oi_1	2
and2_1	37
o211ai_1	2
and2_4	10
fa_2	4
ha_4	10
dfxtp_1	36
dfxtp_2	4
fa_1	33
inv_2	9
nor2_1	10
buf_4	58
a21oi_4	2
ha_1	34
nand3_1	8
a21o_1	5
clkdlybuf4s50_1	36
nand2_1	22
dlymetal6s2s_1	2
nor3_2	2
xor2_1	6
a21oi_1	6
a21oi_2	8
xnor2_1	16
buf_6	7
nand2_2	2
nor3_1	5
clkbuf_2	2
worst min-delay path by stage:
stage,slack [ps],cells after the start,to,startpoint
4_1_cts,2930,0,stage2.stage2_result[11],stage2.stage2_temp[11]
5_1_grt,2930,0,stage2.stage2_result[11],stage2.stage2_temp[11]
6_report,2930,0,stage2.stage2_result[11],stage2.stage2_temp[11]
state kept, by name, summed over array words and instances, names as in the netlist:
| register | count |
|---|---|
| stage1.c_out | 8 |
| stage1.stage1_result | 8 |
| stage2.stage2_temp | 16 |
| stage2.stage2_result | 16 |
worst register-to-register path: stages (launching register included):
cell	delay [ps]
dfxtp_4	350
and2_4	160
fa_1	560
fa_1	440
fa_1	490
inv_1	50
fa_1	490
inv_2	50
ha_4	280
o211ai_2	80
a21oi_2	190
a31oi_4	150
buf_4	160
buf_6	100
xnor2_1	100
repair_timing:
item,CTS,global route
pin swaps,11,28
hold endpoints to repair,0,0
gates cloned,0,0
buffers inserted,1,7
setup endpoints to repair,16,14
resized,27,20
layer usage:
layer	global-route usage	routed length, um	up-vias	part of all wire
li1	-	-	1419	-
met1	0.2320	3065	1266	0.50
met3	0.01541	189	8	0.031
met4	0.01741	89	0	0.014
met2	0.2470	2838	48	0.46
met5	0	0	-	0
