==> /design/flow/design.v <==
`timescale 1ns/1ns
module non_pipeline  (
    input [7:0]a,
    input [7:0]b,
    input [7:0]c,
    input contr,
    output reg [15:0]d
);
reg [7:0]temp1;
reg [15:0]temp2;
always @(a,b,c,contr) begin
    if (contr == 0) temp1 = a+b;
    else if (contr == 1) temp1 = a-b;
    temp2 = temp1 * c;
    d <= temp2;
end
endmodule
==> /design/flow/run.sh <==
#!/bin/bash
# OpenROAD 26Q1-2900-gdf79404cd8, Yosys 0.63+post, stock flow scripts
make -C /OpenROAD-flow-scripts/flow DESIGN_CONFIG=/design/flow/config.mk WORK_HOME=/design/flow/orfs finish
==> /design/flow/config.mk <==
export PLATFORM = sky130hd
export DESIGN_NAME = non_pipeline
export DESIGN_NICKNAME = non_pipeline
export VERILOG_FILES = /design/flow/design.v
export SDC_FILE = /design/flow/constraint.sdc
export NUM_CORES = 4
export LEC_CHECK = 1
export CORE_UTILIZATION = 40
==> /design/flow/constraint.sdc <==
current_design non_pipeline

set clk_period 18.9
set clk_io_pct 0.2

create_clock -name clk0 -period $clk_period

set non_clock_inputs [all_inputs -no_clocks]
set_input_delay [expr $clk_period * $clk_io_pct] -clock clk0 $non_clock_inputs
set_output_delay [expr $clk_period * $clk_io_pct] -clock clk0 [all_outputs]
==> job_summary.md <==
## PnR job results

| Metric | Value |
|---|---|
| Grt total ovfl | 0 |
| Post-cts hold buffer count | 0 |
| Via-to-Cell Ratio | 5.12 |
| Slew Limit Fails | 0 |
| Largest net degree at the start of global routing | 27 |
| Pre-CTS setup slack | 4.43 ns |
| GPL Wtd Cong | 0.843 |
| GRT Util Overall | 0.166 |
| FP Util | 0.413 |
| DR pass1 iterations | 4 |
| OpenROAD warnings | 32 |
| Mapped Cells | 361 |
| DIE AREA | 7800 µm² |
| Yosys cell count | 361 |
| Total of clock buffers placed in the layout | 0 |
| I/O pin total | 41 |
| DR iter-0 viols | 74 |
| Cell area leaders | fa_1 (25%), ha_1 (18%), inv_1 (6.9%), and2_1 (6.7%), xnor2_1 (3.5%) |
| Vias in the first global route | 2200 |
| Slew @ Worst Pin | 0.651 ns |
| Vias | 2481 |
| Initial antenna violation count | 0 |
| Postcts setup bufs | 0 |
| Setup TNS | 0 ns |
| Rows | 31 |
| Final setup violating endpoints | 0 |
| Critical Path AT | 10.63 ns |
| Critical Path Slowest Stage Cell | fa_1 |
| WL final | 5940 µm |
| Reg area | 0 µm² |
| I/O Buffers | 41 |
| Synth Warn # | 1 |
| Top cell type by total area after synthesis | fa_1 |
| CORE AREA | 7210 µm² |
| Util after Layout | 0.478 |
| Post-Syn Area | 2980 µm² |
| CP cell instances | clkdlybuf4s50_1 > inv_1 > ha_1 > mux2_2 > fa_1 > nor2b_1 > o21ai_1 > a21boi_2 > nor2_1 > and2_1 > fa_1 > fa_1 > fa_1 > inv_1 > fa_1 > inv_1 > ha_1 > a21oi_1 > o21ai_1 > a31oi_4 > o221ai_2 > a2111oi_2 > clkdlybuf4s50_1 |
| DR WL/cell | 12.2 µm |
| Flip-flops | 0 |
| Avg Cell Area, Syn | 8.26 µm² |
| RSZ-0062 raised after global routing | no |
| Filler Cell Count | 717 |
| # DRC | 0 |
| Layout area overhead | 15.8% |
| Final WS setup | 4.49 ns |
| Detailed Place HPWL | 4950 µm |
| Synth top area share | 0.248 |
| DIE WIDTH | 88.3 µm |
| CP Capture Type | primary output |
| Sequential element share of the synthesized area | 0 |
| Post-synth top cells | inv_1 (55), ha_1 (44), fa_1 (37), and2_1 (32) |
| Peak Freq | 0.0694 GHz |
| Bufs and invs on worst path | 5 |
| Max-slew headroom | 0.563 |
| Routed Antenna Nets | 0 |
| Outcome | completed |
| Cell with the most instances after synthesis | inv_1 |
| Hold slack | 8.74 ns |
| Stages on worst setup path | 23 |
| First-pass GRT wire length | 10100 µm |
| WP data required | 15.12 ns |
| CP Max Fanout | 18 |
| Die height | 88.3 µm |
| Critical path's top delay family | adder cells |
| Yosys Chip Area | 2980 µm² |
| Post-CTS Resized | 0 |
| Crit start category | primary input |
| Final period util | 0.762 |
| Fin crit period | 14.41 ns |
| Fin. Hold Viols | 0 |
| Critical path's largest stage delay | 0.55 ns |
| WS Path Type | in -> out |
| Layout cells sized above 1 | 0.0363 |
| Hold Crit Depth | 3 |
| Max cap viols | 0 |
| Unique cell types | 45 |
| HP Class | in -> out |
| Crit-path most repeated cell | fa_1 |
| Number of diodes | 0 |
per-stage QoR:
step,cells,instance area (µm²)
final,485,3450
after global placement,485,3450
after CTS,485,3450
after detailed placement,485,3450
after global routing,485,3450
after floorplan,361,2980
layout make-up:
cell class / count / area, µm² / area share
Timing Repair Buffer: 41 / 410 / 0.119
Multi-Input combinational cell: 290 / 2710 / 0.785
Tap cell: 99 / 124 / 0.0359
Inverter: 55 / 206 / 0.0598
cell families after synthesis:
| family | count (synthesis) | synth area share |
|---|---|---|
| simple gates | 137 | 0.277 |
| fa+ha+maj | 81 | 0.433 |
| buf+inv | 71 | 0.0906 |
| compound gates | 51 | 0.123 |
| xor+xnor | 20 | 0.0726 |
| mux | 1 | 0.00378 |
worst paths after layout:
check  slack, ns  from     to
min         8.74  c[0]   d[0]
max         4.49  b[0]  d[15]
routing by layer:
| metal | vias to the layer above | global-route usage | share of wire | wire length [µm] |
|---|---|---|---|---|
| li1 | 1268 | - | - | - |
| met1 | 1182 | 0.275 | 0.53 | 3130 |
| met2 | 29 | 0.265 | 0.46 | 2720 |
| met3 | 2 | 0.00378 | 0.012 | 71 |
| met4 | 0 | 0.00440 | 0.0025 | 15 |
| met5 | - | 0 | 0 | 0 |
layout by cell type, fill, tap and decap left out, types with 10 or more instances in the layout:
master            n
a21oi_1          14
and2_1           32
clkdlybuf4s50_1  41
fa_1             37
ha_1             44
inv_1            55
nand2_1          15
nand3_1          11
nor2_1           10
nor2b_1          15
xnor2_1          12
