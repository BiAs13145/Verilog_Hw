`config.mk`:
```
export PLATFORM = sky130hd
export DESIGN_NAME = cnn_hz
export DESIGN_NICKNAME = cnn_hz
export VERILOG_FILES = /design/flow/design.v
export SDC_FILE = /design/flow/constraint.sdc
export NUM_CORES = 4
export LEC_CHECK = 1
export CORE_UTILIZATION = 40
```
`constraint.sdc`:
```
current_design cnn_hz

set clk_period 10.5
set clk_io_pct 0.2

create_clock -name clk0 -period $clk_period [get_ports {clk}]

set non_clock_inputs [all_inputs -no_clocks]
set_input_delay [expr $clk_period * $clk_io_pct] -clock clk0 $non_clock_inputs
set_output_delay [expr $clk_period * $clk_io_pct] -clock clk0 [all_outputs]
```
`design.v`:
```
`timescale 1ns/1ns
module cnn_hz (
    input [7:0]nxt_grey_pixel,
    input clk,
    input rst,
    input [31:0]counter,
    output reg [7:0]cnn_pixel,
    output reg buf_full,
    output reg finish_write
);
reg signed [31:0]pixel;
integer pix_max;
reg [7:0]buffer_1;
reg [7:0]buffer_2;
reg [7:0]buffer_3;
reg [7:0]buffer_7;
reg [7:0]buffer_8;
reg [7:0]buffer_9;
reg [7:0]line_buffer[0:966];
integer i;
always @(posedge clk,posedge rst) begin
    if (rst) begin
        buf_full <= 0;
        pix_max <= 0;
        for (i = 0;i<=966;i = i+1) begin
            line_buffer[i] <= 0;
        end
    end
    else begin
        if (counter > 966)
         buf_full <= 1;
    for (i = 0;i<966;i = i+1) begin
        line_buffer[i] <= line_buffer[i+1];
    end
    line_buffer[966] <= nxt_grey_pixel;
    end
end
always @(negedge clk) begin
    if (buf_full) begin
       buffer_1 <= line_buffer[0];
       buffer_2 <= line_buffer[1];
       buffer_3 <= line_buffer[2];
       buffer_7 <= line_buffer[964];
       buffer_8 <= line_buffer[965];
       buffer_9 <= line_buffer[966];
       pixel <= line_buffer[0] + line_buffer[1] * 2 + line_buffer[2] -line_buffer[964] - 2*line_buffer[965] - line_buffer[966];
       if (pixel < 0 )
       cnn_pixel<= 0;
       else if (pixel > 31) 
       cnn_pixel<=255;
       else 
       cnn_pixel<= 0;
       if (pixel > pix_max)
       pix_max <= pixel;
    end
end
endmodule
```
`run.sh`:
```
#!/bin/bash
# OpenROAD 26Q1-2900-gdf79404cd8, Yosys 0.63+post, stock flow scripts
make -C /OpenROAD-flow-scripts/flow DESIGN_CONFIG=/design/flow/config.mk WORK_HOME=/design/flow/orfs finish
```
==> run_results.csv <==
group,metric,value,unit
placed_design,place_ws,-151,ps
worst_setup_path,path_class,"reg -> reg",
logic_synthesis,ys_seq_frac,0.989,
logic_synthesis,synth_cells,8037,
final_timing,rsz0062_at_grt,"true",
final_layout,instances_no_fill,16000,
global_route,grt_pass1_vias,71600,
global_route,grt_pass1_wl,391000,µm
power_and_ir_drop,power.clock.fraction,0.457,
power_and_ir_drop,sw_frac_of_total,0.198,
floorplan,io_pins,52,
global_route,grt_antenna_before_repair,11,
final_timing,finalHoldViolCount,0,
final_timing,slew_headroom,0.445,
routing,firstDrtPassIters,4,
logic_synthesis,ys_warn_count,3,
final_layout,fill_cells,38700,
cts,cts_max_level,6,
cts,clkTransAtPathRegs,60,ps
routing,wl_per_cell,13.9,µm
cts,clk_latency,1050,ps
flow_run,max-cap-violations,0,
cts,cts.sinks,7765,
global_route,grt_usage,0.102,
global_route,grt_remaining_overflow,0,
cts,clockBufferDepth,4,
routing,via_per_inst,3.98,
floorplan,die_y,703,µm
logic_synthesis,synth.most_common_cell,"dfrtp_1",
cts,cts_buffers,713,
final_timing,drv_slew,0,
final_timing,finalSetupViolations,0,
cts,cts_tree,"yes",
placed_design,dp_cells,14700,
final_timing,setup_slack,279,ps
floorplan,core.rowCount,257,
placed_design,port_buffers,50,
final_layout,utilization,0.472,
worst_setup_path,crit_arrival,5690,ps
logic_synthesis,synthTopCellsByArea,"dfrtp_1 99%, edfxtp_1 0.43%, ha_1 0.21%, fa_1 0.17%, inv_1 0.13%",
logic_synthesis,synth_flops,7765,
power_and_ir_drop,irDropWorstVdd,168,µV
floorplan,fp_util,0.401,
power_and_ir_drop,cellPowerDensity,245,nW/µm²
logic_synthesis,common_cells,"7737 x dfrtp_1, 69 x inv_1, 33 x ha_1, 28 x edfxtp_1, 17 x fa_1",
final_timing,tightest_slew,831,ps
worst_setup_path,path_cells,"fa_1 > fa_1 > ha_2 > fa_2 > a21o_1 > a21oi_1 > xnor2_1 > ha_1 > o21a_1 > o31a_1 > o21a_1 > nor2_1 > xnor2_1 > ha_1 > o21a_1 > nor2_2 > a31oi_1 > buf_4 > a211oi_2 > o21ai_0 > xor2_1",
logic_synthesis,synth_area,197000,µm²
final_layout,drive_gt1_frac,0.134,
logic_synthesis,avgSynthCellArea,24.5,µm²
power_and_ir_drop,internal_power,45500,µW
floorplan,chipWidth,703,µm
worst_setup_path,crit_slowest_cell,"fa_1",
worst_setup_path,required,5970,ps
cts,root_buffer,"clkbuf_16",
final_timing,clock_skew,66.9,ps
flow_run,warnings,125,
routing,drtIter0Drc,3909,
worst_setup_path,cp_max_fo,3,
worst_setup_path,end_kind,"register",
worst_setup_path,critPathLaunchType,"register",
final_layout,synthToLayoutAreaGrowth,17.5,%
worst_setup_path,critPathTopFamily,"adder cells",
routing,num_vias,63600,
worst_setup_path,cp.buffers_inverters,1,
routing,routed_wl,223000,µm
worst_setup_path,crit_top_cell,"o21a_1",
logic_synthesis,netlist.area_leader.share,0.985,
outcome,status,"finished, final reports clean",
worst_setup_path,max_stage_delay,560,ps
logic_synthesis,synthDistinctLibCells,50,
power_and_ir_drop,p_leak,0.121,µW
logic_synthesis,ys.flop_type,"dfrtp_1",
logic_synthesis,synthArstFlopShare,0.996,
logic_synthesis,yosysChipArea,197000,µm²
routing,drc,0,
power_and_ir_drop,comb_power_share,0.012,
placed_design,hpwl,86500,µm
placed_design,gp_congestion,0.749,
power_and_ir_drop,netSwitchingPower,11200,µW
power_and_ir_drop,seqPwrFrac,0.530,
routing,drtAntennaViolNets,0,
floorplan,core,490000,µm²
logic_synthesis,yosysCellCount,8037,
hold_path,hold_path_class,"reg -> reg",
logic_synthesis,synth.largest_area_cell,"dfrtp_1",
global_route,grt_start_max_net_pins,154,
final_timing,fin_tns_setup,0,ps
floorplan,die-area,494000,µm²
logic_synthesis,edf_count,28,
[flip-flops by register name, summed over array words and instances (netlist names)]
register,flops
line_buffer,7736
buf_full,1
cnn_pixel,1
pixel,27
[kinds of logic (layout without fill, tap and decap cells)]
| kind of cell | after synthesis | count (layout) | synth area share |
|---|---|---|---|
| and+or+nand+nor | 63 | 63 | 0.00185 |
| AOI/OAI and AO/OA | 61 | 61 | 0.00236 |
| DFF | 7765 | 7765 | 0.989 |
| other | 1 | 2 | 0.0000191 |
| xor gates and xnor gates | 19 | 19 | 0.000923 |
| buffers and inverters | 78 | 1552 | 0.00164 |
| adders and majority gates | 50 | 50 | 0.00383 |
[area by class of cell]
type,count,area [µm²],area share
flip-flops and latches,7765,194000,0.842
repair buffers,160,1740,0.00753
diodes,1,2.50,0.0000108
inverters,68,259,0.00112
well taps,6475,8100,0.0351
clock buffers,1054,21100,0.0914
clock inverters,270,3460,0.0150
multi-input cells,194,1800,0.00780
[power by group through the flow]
stage / clock network [µW] / registers [µW] / logic [µW]
CTS: 27000 / 30100 / 739
global route: 28200 / 30000 / 844
finish: 25900 / 30100 / 697
[worst paths after layout]
check | start | end | slack [ps] | cells after the start
min in group asynchronous | rst | line_buffer[942][0]$_DFF_PP0_ | 2170 | 3
worst max register to register | line_buffer[0][1]$_DFF_PP0_ | pixel[11]$_DFFE_NP_ | 280 | 21
worst min register to register | line_buffer[233][0]$_DFF_PP0_ | line_buffer[232][0]$_DFF_PP0_ | 320 | 0
worst max-delay path | line_buffer[0][1]$_DFF_PP0_ | pixel[11]$_DFFE_NP_ | 280 | 21
max in group asynchronous | rst | buf_full$_DFFE_PP0N_ | 5870 | 6
worst min-delay path | line_buffer[233][0]$_DFF_PP0_ | line_buffer[232][0]$_DFF_PP0_ | 320 | 0
[cells in the final DEF (no fill, tap or decap), types with 3 or more instances in the layout]
master	instances
fa_1	16
clkbuf_1	152
a21oi_1	9
o21ai_0	12
xnor2_1	12
o211ai_1	5
o21a_1	10
o31a_1	5
clkinv_16	15
clkbuf_16	721
nand2_1	11
clkbuf_8	181
clkinv_4	7
bufinv_16	53
nor2b_1	7
clkinvlp_4	13
inv_4	3
inv_16	10
inv_1	95
inv_6	16
clkinv_8	15
clkdlybuf4s50_1	50
nor3_1	3
nor4_1	12
dfrtp_1	7736
edfxtp_1	28
buf_4	77
nand3_1	5
buf_12	33
ha_1	32
clkinv_2	111
xor2_1	5
nor2_2	3
nor2_1	6
[through the flow]
stage	hold slack, ps	power, µW	cell area, µm²
after CTS	315	57800	231000
after floorplan	331	31600	197000
after global routing	315	59000	231000
after detailed placement	335	31400	206000
after global placement	331	31300	206000
final	317	56700	231000
[repair_timing]
item | 4_1_cts | 5_1_grt
hold buffers | 0 | 0
gates resized | 1 | 9
endpoints found under the setup margin | 8 | 22
cloned | 0 | 0
pin swaps | 1 | 2
setup buffers | 2 | 2
[layer usage]
| metal | routed length, µm | share of wire | vias up | global-route usage |
|---|---|---|---|---|
| met5 | 0 | 0 | - | 0 |
| met4 | 7640 | 0.034 | 0 | 0.0319 |
| met3 | 15200 | 0.068 | 616 | 0.0315 |
| met2 | 82700 | 0.37 | 1153 | 0.113 |
| met1 | 117000 | 0.53 | 34900 | 0.202 |
| li1 | - | - | 26900 | - |
Power is estimated from default activity; no workload was simulated.
